===== run.sh =====
#!/bin/bash
# OpenROAD 26Q1-2900-gdf79404cd8, Yosys 0.63+post, stock flow scripts
make -C /OpenROAD-flow-scripts/flow DESIGN_CONFIG=/design/flow/config.mk WORK_HOME=/design/flow/orfs finish

===== config.mk =====
export PLATFORM = sky130hd
export DESIGN_NAME = edge_dependant
export DESIGN_NICKNAME = edge_dependant
export VERILOG_FILES = /design/flow/design.v
export SDC_FILE = /design/flow/constraint.sdc
export NUM_CORES = 4
export LEC_CHECK = 1
export CORE_AREA = 10 10 70 70
export DIE_AREA = 0 0 80 80

===== constraint.sdc =====
current_design edge_dependant

set clk_period 1.5
set clk_io_pct 0.2

create_clock -name clk0 -period $clk_period [get_ports {clk}]

set non_clock_inputs [all_inputs -no_clocks]
set_input_delay [expr $clk_period * $clk_io_pct] -clock clk0 $non_clock_inputs
set_output_delay [expr $clk_period * $clk_io_pct] -clock clk0 [all_outputs]

===== design.v =====
module 
  state_dependant(s_in, clk, rst, d_out);
input clk; 
input rst; 
input s_in;
output reg d_out; 
parameter
  a=2'b00, b=2'b01, c=2'b10, d=2'b11;
reg [2:0] current_state, next_state;  
always @(posedge clk, posedge rst)
begin
 if(rst==1) 
 current_state <= a;
 else
 current_state <= next_state; 
end 
always @(current_state,s_in)
begin
 case(current_state) 
 a:begin
  if(s_in==1)
   next_state = a;
  else
   next_state = d;
 end
 b:begin
  if(s_in==0)
   next_state = c;
  else
   next_state = a;
 end
 c:begin
  if(s_in==0)
   next_state = b;
  else
   next_state = d;
 end 
 d:begin
  if(s_in==0)
   next_state = c;
  else
   next_state = d;
 end
 default:next_state = a;
 endcase
end
always @(current_state)
begin 
 case(current_state) 
 a:   d_out = 0;
 b:   d_out = 1;
 c:  d_out = 1;
 d:  d_out = 0;
 default:  d_out = 0;
 endcase
end 
endmodule
module edge_dependant( clk, rst, eisodos, eksodos);
   input clk, rst, eisodos;
   output eksodos;
   reg [1:0] state;
   reg eksodos;
   parameter a = 2'b00, b = 2'b01, c = 2'b10, d = 2'b11;
   always @( posedge clk, posedge rst ) begin
   if( rst ) begin
       state <= 2'b00;
       eksodos <= 0;
   end
   else  begin
       case( state )
       a: begin
            if( eisodos ) begin
               state <= a;
               eksodos  <= 0;
            end
            else begin
                state <= d;
                eksodos <= 1;
            end
       end
       b: begin
            if( eisodos ) begin
                state <= a;
                eksodos  <= 0;
            end
            else  begin
               state <= c;
               eksodos <= 1;
            end
       end
       c: begin
            if( eisodos ) begin
                state <= b;
                eksodos  <= 0;
            end
            else begin
               state <= d;
               eksodos <= 1;
            end
       end
      d: begin
            if( eisodos ) begin
                state <=d;
                eksodos  <= 1;
            end
            else begin
               state <= c;
               eksodos <= 0;
            end
       end
       default: begin
            state <= 2'b00;
            eksodos <= 0;
       end
     endcase
   end
end
endmodule

==> impl_metrics.csv <==
group,metric,value,unit
grt,grt_max_degree,7,
synthesis,ys_area,174,µm²
floorplanning,chipArea,6400,µm²
grt,antenna_found_initial,1,
clock_tree,cts_buffer_depth,2,
final_timing,finClkSkew,0.00863,ns
pwr,p_leak,0.000109,µW
cells_and_area,fin_cells,68,
critical_path,critPathMaxFanout,1,
synthesis,top_area_cell,"dfrtp_1",
cells_and_area,fillers,402,
drt,drt-vias-per-instance,1.79,
clock_tree,post-cts-setup-buffers,0,
clock_tree,htree_levels,1,
synthesis,yosys_warnings,1,
floorplanning,core_area,3420,µm²
job,warning_count,25,
critical_path,critical-path-top-delay-family,"buffers and inverters",
clock_tree,cts_hold_buf,0,
critical_path,cp.required,1.20,ns
pwr,peakVddDrop,0.263,mV
clock_tree,cts-root-buf,"clkbuf_4",
final_timing,rsz0062_at_grt,"false",
final_timing,fin_crit_sh,87.7,%
synthesis,numSynthFlops,5,
critical_path,critPathMaxStageDelay,0.45,ns
floorplanning,fp-row-count,21,
drt,ant_nets,0,
floorplanning,fp-utilization,5.09,%
cells_and_area,area_growth,66.9,%
synthesis,top_area_share,57.6,%
critical_path,crit_arrival,1.02,ns
final_timing,hold_viol,0,
final_timing,tightest_slew,0.196,ns
grt,grt.overflow.total,0,
grt,grt_pass1_vias,132,
grt,grt_pass1_wl,607,µm
final_timing,slew_headroom,86.9,%
critical_path,endpoint_kind,"primary output",
outcome,status,"finished, final reports clean",
grt,grt_usage,1.42,%
placement,portBuffers,3,
clock_tree,cts_made_buffers,3,
placement,dp_cells,63,
synthesis,avgSynthCellArea,12.4,µm²
final_timing,setup_violations,0,
synthesis,ys_seq_share,72.7,%
synthesis,aoi_share,7.19,%
clock_tree,post_cts_resized,0,
drt,vias,122,
synthesis,synthMuxAreaShare,0,%
final_timing,setup_tns,0,ns
floorplanning,die_h,80,µm
cells_and_area,drive_gt1_share,23.8,%
synthesis,ys_cells,14,
pwr,finalPower,357,µW
synthesis,simple_gate_area_share,12.9,%
synthesis,synth_cells,14,
drt,routed_wl,356,µm
cells_and_area,layout_top_cell,"dfrtp_1",
pwr,p_per_area,1230,nW/µm²
clock_tree,cts_tree,"yes",
critical_path,crit_chain,"clkdlybuf4s50_1",
critical_path,cp_num_buf_inv,1,
synthesis,syn_area,174,µm²
final_timing,setup_slack,0.185,ns
cells_and_area,lay_top_cells,"dfrtp_1, nor2_1, clkbuf_4, clkdlybuf4s50_1",
critical_path,startpoint_type,"flop",
floorplanning,dieWidth,80,µm
synthesis,ys_sh_adder,0,%
synthesis,xor_area_share,5.04,%
worst_hold_path,min_path_type,"in -> async",
drt,drt_iter0_drc,2,
critical_path,slowest_stage,"clkdlybuf4s50_1",
drt,drtPass1Iterations,2,
synthesis,ys_top_cells_by_area,"dfrtp_1, dfstp_2, nor2_1",
final_timing,drv_slew,0,
drt,wl_per_cell,5.24,µm
clock_tree,clkTransAtPathRegs,0.05,ns
job,drv_cap,0,
floorplanning,ios,4,
critical_path,crit_type,"reg -> out",
placement,dp_slack,0.371,ns
synthesis,ys_types,9,
clock_tree,clock-sinks,5,
final_timing,final.min_clock_period,1.32,ns
drt,drc,0,
clock_tree,clk_latency,0.25,ns
placement,gp_congestion,0.679,
synthesis,topCombFamilyByArea,"simple AND/OR/NAND/NOR gates",
final_timing,max_freq,760,MHz
==> cells by family (layout without fill, tap and decap cells) <==
kind of cell	Yosys count	after routing
AOI/OAI and AO/OA	2	2
buffers and inverters	1	8
and+or+nand+nor	5	5
xor gates and xnor gates	1	1
DFF	5	5
other	0	1
==> stage by stage <==
stage	hold slack [ns]	cell area (µm²)	util [%]
2_1_floorplan	0.0778	174	-
3_3_place_gp	0.476	262	7.66
3_5_place_dp	0.479	262	7.66
4_1_cts	0.251	288	8.42
5_1_grt	0.299	290	8.50
6_report	0.247	290	8.50
==> routing by layer <==
metal / wire, µm / vias to the layer above / global-route usage [%]
li1: - / 58 / -
met3: 96 / 0 / 2.50
met5: 0 / - / 0
met2: 105 / 7 / 1.52
met1: 155 / 57 / 1.34
met4: 0 / 0 / 0
==> layout make-up <==
class / count / area [µm²] / share of cell area [%]
Antenna cell: 1 / 2.50 / 0.862
Clock buffer: 4 / 26.3 / 9.05
Inverter: 1 / 3.75 / 1.29
Multi-Input combinational cell: 8 / 43.8 / 15.1
Sequential cell: 5 / 126 / 43.5
Tap cell: 46 / 57.6 / 19.8
Timing Repair Buffer: 3 / 30.0 / 10.3
==> worst paths after layout <==
path                                      endpoint  cells after the start                from  slack [ns]
worst min-delay path             eksodos$_DFF_PP0_                      2                 rst        0.25
worst max register to register                flop                      2  state[0]$_DFF_PP1_        0.74
min in group clk0               state[2]$_DFF_PP0_                      1  state[1]$_DFF_PP0_        0.49
worst max-delay path                       eksodos                      1   eksodos$_DFF_PP0_        0.18
max in group asynchronous       state[0]$_DFF_PP1_                      2                 rst        1.00
worst min register to register  state[2]$_DFF_PP0_                      1  state[1]$_DFF_PP0_        0.49
==> cells in the mapped netlist <==
library cell,instances
o21a_1,1
dfrtp_1,4
and2_2,1
xnor2_1,1
nand2_1,1
nor2_1,3
dfstp_2,1
inv_1,1
o21ai_0,1
==> report_power, final <==
group          leakage (µW)  switching (µW)  total (µW)  internal [µW]
Sequential        0.0000626            8.75         162            153
Combinational     0.0000318            12.1        35.5           23.4
Clock             0.0000150            58.9         160            101
Power figures rest on the tool's default switching activity, not on a simulated workload.
